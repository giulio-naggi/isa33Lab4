==> /design/flow/design.v <==
interface dut_if(input clk, rst);
    logic [31:0] A, B;
    logic [31:0] data;
    logic valid, ready;
    modport port_in (input clk, rst, A, B, valid, output ready);
    modport port_out (input clk, rst, output valid, data, ready);
endinterface
module adder(   input logic [15:0] A, B, 
                output logic [15:0] OUT );
    assign OUT = A + B;
endmodule: adder
==> /design/flow/run.sh <==
#!/bin/bash
# OpenROAD 26Q1-2900-gdf79404cd8, Yosys 0.63+post, stock flow scripts
make -C /OpenROAD-flow-scripts/flow DESIGN_CONFIG=/design/flow/config.mk WORK_HOME=/design/flow/orfs finish
==> /design/flow/config.mk <==
export PLATFORM = sky130hd
export DESIGN_NAME = adder
export DESIGN_NICKNAME = adder
export VERILOG_FILES = /design/flow/design.v
export SDC_FILE = /design/flow/constraint.sdc
export NUM_CORES = 4
export LEC_CHECK = 1
export CORE_AREA = 10 10 77 77
export DIE_AREA = 0 0 87 87
export SYNTH_HDL_FRONTEND = slang
==> /design/flow/constraint.sdc <==
current_design adder

set clk_period 13.2
set clk_io_pct 0.2

create_clock -name clk0 -period $clk_period

set non_clock_inputs [all_inputs -no_clocks]
set_input_delay [expr $clk_period * $clk_io_pct] -clock clk0 $non_clock_inputs
set_output_delay [expr $clk_period * $clk_io_pct] -clock clk0 [all_outputs]
==> notes.md <==
Flow results.

- The flow ran to the end, and the final reports show no timing, DRC or antenna violations.
- For this run, the total global-route usage over all layers was measured as approximately 6.3%.
- The initial antenna violation count is 0.
- After the first detailed-routing iteration, the DRC count stood at 19.
- Setup repair after global routing left no endpoint under its margin.
- Entering global routing, the biggest net connects 7 pins.
- The sum of net half-perimeters after detailed placement is 2.29 mm.
- The script extracted a total leakage power of 0.000501 uW.
- The sort of element at the end of the critical path is an output pin.
- The filler cells instantiated in the layout total approximately 470.
- The complex-gate fraction of the synthesized area is 35.2%.
- The first-pass GRT wire length is 4.05 mm.
- The count of standard-cell rows is 24.
- The register area is 0 sq um.
- After clock tree synthesis, the flow added hold-fix buffers numbering 0.
- The cell area power density is just over 50 mW/mm^2.
- Looking at area per cell type in the netlist, the leader is sky130_fd_sc_hd__ha_1.
- The xor-xnor portion of the synthesized cell area is a little under a fifth.
- The routability congestion estimate is approximately 0.80.
- The synthesized netlist was found by Yosys to have between 90 and 100 cells.
- STA classifies the critical path startpoint as an input port.
- The kind of path behind the tightest hold check is input port to output pin.
- Of the post-synthesis cell area, the dominant cell type holds 25.9%.
- The power report lists cell-internal power as approximately 40 uW.
- STA lists the startpoint of the worst hold path as B[0].
- The count of final max-slew check failures is 0.
- After Yosys synthesis, full adders, half adders and majority gates account for 28.7% of the synthesized area.
- Per the finish-stage timing summary, setup violations number 0.
- Cells with a size suffix above 1 make up under 10% of the layout.
- The final timing report lists a hold violation count of 0.
- The number of global-route vias before repair is 865.
- After layout, the minimum clock period comes to 7.93 ns.
- The Yosys warning count is 0.
- Per the repair_timing log after CTS, setup buffers inserted total 0.
- The share of total power in the clock network is 0%.
- Sequential elements use 0% of the synthesized area.
- The count of port buffers added during placement is 48.
- Summed over all nets, the switching power comes to 23.7 uW.
- In the Yosys stats the netlist draws on 27 distinct library cells.
- The horizontal extent of the die is 87 um.
- The multiplexer fraction of the synthesized cell area is 1.38%.
- The number of nets with antenna violations after routing is 0.
- The top cell type by instance count after synthesis is sky130_fd_sc_hd__a21oi_1.
- The repair_antennas step left the layout with diodes totalling 0.
- In this run the cell area measured after placement is 0.00127 sq mm.
- The data arrival time reported for the critical path is 5.29 ns.
- The layout stage reports a final design area of 0.00127 sq mm.
- The layout has 0 clock buffers.
- The total of cells resized after clock tree synthesis is 0.
- The number of sequential cells is 0.
- The total congestion overflow is 0.
- The mean number of vias per cell is 4.36.
- Sorting the synthesized cells by how often they occur yields 17 x sky130_fd_sc_hd__a21oi_1, 15 x sky130_fd_sc_hd__ha_1, 10 x sky130_fd_sc_hd__xnor2_1.
- Measured along the y axis, the die boundary spans about 87 um.
- The worst path required time is between 10 and 15 ns.
- The transition time at the pin with the least slew margin is 0.460 ns.
- The fraction of the cycle the final worst path needs is approximately three fifths.
- The chip occupies between 0.007 and 0.008 sq mm.
- In this run the cell area of the synthesized design comes to 724 sq um.
- The DRC violations left is 0.
- A synthesized cell averages 7.39 sq um.
- The pre-placement core utilization is between 10% and 20%.
- After detailed routing, the total wire length is ~2.5 mm.
- For the final routed database, the setup TNS stands at 0 ns.
- The cell-mix breakdown from Yosys lists the simple-gate area share as 15.0%.
- The part of the total power dissipated in sequential elements is 0%.
- The maximum fanout along the worst path is 3.
- Hold analysis lists the worst path endpoint as OUT[0].
- The area of the multi-input gates is a little over 700 sq um.
- The number of warning messages in the logs is 32.
- The script logs the mean routed wire length per placed instance as around 13 um.
- The net switching fraction of the power is a little under two fifths.
- The report counts max-capacitance violations totalling 0.
- The share of total power in combinational logic is ~100%.
- The largest family of logic cells by area is AND-OR/OR-AND gates.
- The chip area in the Yosys report is around 720 sq um.
- The highest supply drop recorded on VDD is 0.0180 mV.
- The worst slew margin relative to its limit is 69.0%.
- The count of pins on the block boundary is 48.
- The core box area is 0.00435 sq mm.
- The number of cells traversed by the worst hold path is 3.
- The class of the most critical setup path is input port to output pin.
- By area the synthesized netlist is led by sky130_fd_sc_hd__ha_1 26%, sky130_fd_sc_hd__xnor2_1 12%, sky130_fd_sc_hd__a21oi_1 12%.
- Synthesis produced 98 cells.
- The post-synthesis to final-layout area growth is 75.3%.
- The total vias in the final route is 863.
- For this run, the detailed router's first-pass iteration total came to 4.
- The achievable clock frequency is between 100 and 150 MHz.
==> kinds of logic (layout without fill, tap and decap cells) <==
group,after synthesis,count (layout)
compound gates,40,40
simple gates,23,23
fa+ha+maj,16,16
xor+xnor,15,15
buf+inv,3,51
mux,1,1
==> area by class of cell <==
type / count / area share, %
inverters: 3 / 0.887
repair buffers: 48 / 37.8
well taps: 52 / 5.12
multi-input cells: 95 / 56.2
==> through the flow <==
stage / hold slack, ns / total power, uW / util, % / instances / setup slack [ns]
4_1_cts: 6.32 / 65.5 / 29.2 / 198 / 5.26
3_5_place_dp: 6.31 / 65.0 / 29.2 / 198 / 5.26
5_1_grt: 6.36 / 71.6 / 29.2 / 198 / 5.12
3_3_place_gp: 6.32 / 64.9 / 29.2 / 198 / 5.26
2_1_floorplan: 5.35 / 28.4 / - / 98 / 6.31
6_report: 6.31 / 64.2 / 29.2 / 198 / 5.27
==> power by group through the flow <==
stage	combinational, uW	sequential (uW)	clock [uW]
CTS	65.5	0	0
global route	71.6	0	0
finish	64.2	0	0
==> cell usage in the layout (no fill, tap or decap), types with 2 or more instances in the layout <==
cell / instances
sky130_fd_sc_hd__o21ai_0: 8
sky130_fd_sc_hd__nand2_1: 9
sky130_fd_sc_hd__xor2_1: 5
sky130_fd_sc_hd__nor3_1: 3
sky130_fd_sc_hd__nor2b_1: 2
sky130_fd_sc_hd__o211ai_1: 3
sky130_fd_sc_hd__nand3_1: 4
sky130_fd_sc_hd__nor2_1: 2
sky130_fd_sc_hd__a21o_1: 2
sky130_fd_sc_hd__inv_1: 3
sky130_fd_sc_hd__ha_1: 15
sky130_fd_sc_hd__o21bai_1: 2
sky130_fd_sc_hd__a21oi_1: 17
sky130_fd_sc_hd__xnor2_1: 10
sky130_fd_sc_hd__clkdlybuf4s50_1: 48
==> metal layers <==
metal  vias up  global-route usage, %  wire length, um
li1        468                      -                -
met1       374                   8.38             1180
met3         0                   1.42              181
met4         0                      0                0
met2        21                   10.7             1130
met5         -                      0                0
==> critical path, cell delays in order <==
cell and delay, ns:
sky130_fd_sc_hd__clkdlybuf4s50_1 0.40, sky130_fd_sc_hd__ha_1 0.22, sky130_fd_sc_hd__fa_1 0.40, sky130_fd_sc_hd__a21o_2 0.25, sky130_fd_sc_hd__a311oi_2 0.34, sky130_fd_sc_hd__o21ai_0 0.20
sky130_fd_sc_hd__a311oi_1 0.30, sky130_fd_sc_hd__nor3_1 0.09, sky130_fd_sc_hd__clkdlybuf4s50_1 0.45
==> worst max path at each step <==
stage | from | end
after CTS | A[0] | OUT[14]
after global routing | A[0] | OUT[10]
final | A[0] | OUT[10]
No activity file was given, so power comes from the tool's default toggle rates.
